===== ./config.mk =====
export PLATFORM = sky130hd
export DESIGN_NAME = top_module
export DESIGN_NICKNAME = top_module
export VERILOG_FILES = /design/flow/design.v
export SDC_FILE = /design/flow/constraint.sdc
export NUM_CORES = 4
export LEC_CHECK = 1
export CORE_AREA = 10 10 80 80
export DIE_AREA = 0 0 90 90

===== ./constraint.sdc =====
current_design top_module

set clk_period 2.8
set clk_io_pct 0.2

create_clock -name clk0 -period $clk_period [get_ports {clk}]

set non_clock_inputs [all_inputs -no_clocks]
set_input_delay [expr $clk_period * $clk_io_pct] -clock clk0 $non_clock_inputs
set_output_delay [expr $clk_period * $clk_io_pct] -clock clk0 [all_outputs]

===== ./design.v =====
`timescale 1ns / 1ps
module ALU(
       input [15:0] in1, in2,
       input control,
       output reg[15:0] result
    );
       always@(*)begin
          if(control == 0)
             result = in1 - in2;
          else 
             result = in1 + in2;
       end
endmodule
`timescale 1ns / 1ps
module Control_path(
       input clk, start, 
       input eqz, qm1, q0,
       output reg ldA, clrA, shiftA, ldQ, clrQ, shiftQ, clr_ff, addsub, ldM, ldcnt, decr,done
    );
       reg[2:0] state;
       parameter s0 = 3'b000, s1 = 3'b001, s2=3'b010, s3= 3'b011, s4=3'b100, s5=3'b101, s6=3'b110;
       always@(posedge clk)begin
         case(state)
           s0: begin
                if(start)
                   state<=s1;
                else
                    state<=s0;
               end
           s1: state <= s2;
           s2:  begin
                    if({q0,qm1}==2'b01)
                       state <= s3;
                    else if({q0,qm1} == 2'b10)
                       state <= s4;
                    else 
                       state <= s5;
                 end
           s3: state <= s5;
           s4: state <= s5;
           s5: begin
                    if((({q0,qm1})==2'b01) && !eqz)
                        state<= s3;
                    else if((({q0,qm1})==2'b10) && !eqz)
                        state <= s4;
                    else if(eqz)  
                        state <= s6;
               end
           s6: state <= s6;
           default: state <= s0;
         endcase
      end
      always@(*)begin
        case(state)
           s0: begin
                clrA=0; ldA=0; shiftA=0; clrQ=0; ldQ=0; 
                shiftQ=0; ldM=0; clr_ff=0; done=0;
              end
           s1: begin
                   clrA=1; clr_ff=1; ldcnt =1; ldM=1;
               end
           s2: begin
                    clrA=0; clr_ff=0; ldcnt=0; ldM=0; 
                    ldQ=1;
                end
           s3: begin
                    ldA=1; addsub =1; ldQ=0; shiftA=0;
                    shiftQ=0; decr=0;
               end
           s4:  begin
                    ldA=1; addsub=0; ldQ=0; shiftA=0;
                    shiftQ=0; decr=0;
                end
           s5: begin
                    shiftA=1; shiftQ=1; ldQ=0; decr =1;
                    ldA=0;
               end
           s6:   done =1;
           default: begin
                         clrA=0; shiftA=0; ldQ=0;shiftQ=0;
                     end
         endcase
       end
endmodule
`timescale 1ns / 1ps
module Datapath(
       input clk, 
       input ldA, clrA, shiftA, ldQ, clrQ, shiftQ, clr_ff, addsub, ldM, ldcnt, decr,  
       input [15:0] data_in,
       output qm1, eqz, q0
    );
       wire [15:0] A,M, Z, Q;
       wire [4:0] count;
       assign eqz = ~&count;
       shift_reg AR(
                    .clk(clk), .d_in(Z), .d_out(A), .msb(A[15]), 
                    .ld(ldA), .clr(clrA), .shift(shiftA) 
                  );
       shift_reg QR(
                     .clk(clk), .d_in(data_in), .d_out(Q), .msb(A[0]), 
                     .ld(ldQ), .clr(clrQ), .shift(shiftQ) 
                    );
       d_ff  QM1(
                  .clk(clk), .clr(clr_ff), .d(Q[0]), .q(qm1)
                 );
       ALU   AS(
                 .in1(A), .in2(M), .control(addsub), . result(Z)
              );
       PIPO MR(
                .clk(clk), .ld(ldM), .in(data_in), .data(M)
              );
       counter comp(
                  .clk(clk), .ld(ldcnt), .dec(decr), .out(count)
                );
       assign q0 = Q[0];
endmodule
`timescale 1ns / 1ps
module PIPO(
       input clk, ld,
       input [15:0] in,
       output reg [15:0] data
    );
       always@(posedge clk)begin
          if(ld)
             data <= in;
       end
endmodule
`timescale 1ns / 1ps
module counter(
       input clk, ld, dec,
       output reg [4:0] out
    );
       always@(posedge clk)begin
           if(ld)
                out <= 5'b10000;
           else if(dec)
                out = out -1;
        end
endmodule
`timescale 1ns / 1ps
module d_ff(
       input clk, clr,
       input d,
       output reg q
    );
       always@(posedge clk)begin
           if(clr)
              q <= 0;
            else 
               q<= d;
       end
endmodule
`timescale 1ns / 1ps
module shift_reg(
       input clk, ld, shift, clr,
       input [15:0] d_in,
       input msb,
       output reg[15:0] d_out
    );
       always@(posedge clk) begin
          if(clr)
              d_out <= 0;
          else if(ld)
              d_out <= d_in;
          else if(shift)
              d_out <= {msb, d_in[15:1]};
        end
endmodule
`timescale 1ns / 1ps
module top_module(
       input clk, start,
       input [15:0] data_in,
       output done
    );
       wire ldA, clrA, shiftA, ldQ, clrQ, shiftQ, clr_ff, addsub, ldM, ldcnt, decr,eqz, qm1,q0;
       Datapath DP(
                   .clk(clk),
                   .ldA(ldA),
                   .clrA(clrA),
                   .shiftA(shiftA),
                   .ldQ(ldQ),
                   .clrQ(clrQ),
                   .shiftQ(shiftQ),
                   .clr_ff(clr_ff),
                   .addsub(addsub),
                   .ldM(ldM),
                   .ldcnt(ldcnt),
                   .decr(decr),
                   .data_in(data_in),
                   .eqz(eqz),
                   .qm1(qm1),
                   .q0(q0)
                );
       Control_path CP(
                      .clk(clk),
                      .start(start),
                      .eqz(eqz),
                      .qm1(qm1),
                      .q0(q0),
                      .ldA(ldA),
                      .clrA(clrA),
                      .shiftA(shiftA),
                      .ldQ(ldQ),
                      .clrQ(clrQ),
                      .shiftQ(shiftQ),
                      .ldM(ldM),
                      .clr_ff(clr_ff),
                      .addsub(addsub),
                      .decr(decr),
                      .ldcnt(ldcnt),
                      .done(done)
              );
endmodule

===== ./run.sh =====
#!/bin/bash
# OpenROAD 26Q1-2900-gdf79404cd8, Yosys 0.63+post, stock flow scripts
make -C /OpenROAD-flow-scripts/flow DESIGN_CONFIG=/design/flow/config.mk WORK_HOME=/design/flow/orfs finish

==> flow_summary.toml <==
# yosys + openroad results
[floorplanning]
design.core.area_sq_mm = 0.00472
die_area_sq_mm = 0.00810
fp-row-count = 25
die_w_um = 90
initCoreUtil_pct = 14.5
die_h_um = 90
ios = 19

[routing]
dr.first_iter.drc_count = 27
n_antenna_cell = 0
wire_per_inst_um = 8.03
drc = 0
vias_per_cell = 3.41
drt-total-wl_mm = 1.16
ant_nets = 0
drt_pass1_iterations = 3
vias = 494

[global_routing]
grt_pass1_wl_mm = 2.08
antenna_found_initial = 0
grt_pass1_vias = 463
grt_use_total_pct = 2.88
grt_max_degree = 12
overflow = 0

[sta]
max_freq_mhz = 617
skew_ns = 0.00371
fin_tns_setup_ns = 0
setup_viol = 0
unclocked_pins = 6
drv_slew = 0
rsz0062_at_grt = "no"
period_minus_slack_ns = 1.62
finalWorstSetupSlack_ns = 1.18
untimed_endpoints = 8
hold_viol_final = 0
period_used_pct = 57.9
relSlewSlack_pct = 76.5
tightest_slew_ns = 0.348

[placed_design]
port_buffers = 4
dp.cells = 141
place_area_sq_um = 791
pre_cts_slack_ns = 1.20
hpwl_um = 881
place.gp.congestion = 0.833

[clocking]
htree_num_levels = 1
cts_root_buf = "clkbuf_8"
cts_tree = "done"
worstSkewPairLatency_ns = 0.24
hold_buffers = 0
post_cts_buffers = 0
clk_path_buf_depth = 2
cts_resized = 0
numCtsBuffers = 3
clk_pin_slew_ns = 0.05

[critical_path]
worst_path_largest_cell_delay_ns = 0.53
critPathTopFamily = "simple AND/OR/NAND/NOR gates"
cp-start-kind = "register"
slowest_stage = "edfxtp_1"
worstPathArrival_ns = 1.68
worstPathCellList = "nand2b_2 > or4b_1 > o311ai_1"
crit_buf_inv = 0
worst_ep_required_time_ns = 2.86
crit_fanout = 11
end_kind = "register"
worstSetupPathType = "register to register"

[power]
p_total_uw = 702
p_leak_nw = 0.325
irDropWorstVdd_v = 0.000279
power_density_mw_per_mm2 = 839

[finish]
lay_top_count = "nor2_1"
top_register = "DP.comp.out"
postLayoutCellArea_sq_um = 836
lay_top_cells = "nor2_1 (8), dlxtn_1 (6), dfxtp_1 (6), inv_1 (6), nand2_1 (6)"
largest_register_ffs = 5
stdcell_count = 145
area_growth_pct = 21.7
drive_above_1_share_pct = 8.97
reg_top3 = "DP.comp.out (5), CP.state (3)"

[worst_hold_path]
worstHoldPathType = "register to register"

[run_status]
status = "finished clean"

[yosys]
ys_cells = 73
yosys_area_sq_um = 687
synth.avg_cell_area_sq_um = 9.41
yosys_warnings = 6
syn-cell-area_sq_um = 687
synth_cells = 73
numSynthFlops = 16
ys_types = 31

[run]
warning_count = 40
max_cap_violations = 0
[metal layers]
layer | up-vias | track usage (%) | wire length (um)
li1 | 267 | - | -
met1 | 215 | 4.53 | 628
met2 | 7 | 3.81 | 467
met3 | 5 | 0.168 | 10
met4 | 0 | 1.46 | 59
met5 | - | 0 | 0
[final timing paths]
| path | slack (ns) | cells past startpoint | to | startpoint |
|---|---|---|---|---|
| max | 1.18 | 3 | CP.state[0] | CP.state[1] |
| min | 0.51 | 2 | DP.comp.out[1] | DP.comp.out[1] |
| max reg2reg | 1.18 | 3 | CP.state[0] | CP.state[1] |
| min reg2reg | 0.51 | 2 | DP.comp.out[1] | DP.comp.out[1] |
[synth_stat cells]
cell type  instances  area (sq um)
nor2_1             8          30.0
dfxtp_1            6           120
dlxtn_1            6          90.1
inv_1              6          22.5
nand2_1            6          22.5
edfxtp_1           4           120
nor2b_1            3          18.8
o21ai_0            3          15.0
a21oi_1            2          10.0
buf_4              2          15.0
ha_1               2          25.0
nand3_1            2          10.0
nor4_1             2          12.5
or3_1              2          12.5
xnor2_1            2          17.5
xor2_1             2          17.5
a211oi_1           1          7.51
a221oi_1           1          8.76
buf_2              1          5.00
mux2_2             1          11.3
nand2b_1           1          6.26
nand2b_2           1          8.76
nand4_2            1          12.5
nand4bb_1          1          11.3
nor4b_1            1          8.76
o211ai_1           1          7.51
o22ai_1            1          6.26
o311ai_1           1          8.76
o31a_1             1          8.76
or2_2              1          6.26
or4b_1             1          10.0
[kinds of logic (layout without fill, tap and decap cells)]
group           Yosys count  after routing  synth area share, %
mux                       1              1                 1.64
fa+ha+maj                 2              2                 3.64
compound gates           11             11                 10.6
flops                    10             10                 35.0
latches                   6              6                 13.1
simple gates             30             30                 24.8
xor+xnor                  4              4                 5.10
buf+inv                   9             14                 6.19
[per-stage QoR]
stage / hold WS, ns / util (%)
CTS: 0.515 / 17.7
global route: 0.567 / 17.7
global placement: 0.506 / 16.7
floorplan: 0.484 / -
finish: 0.515 / 17.7
detailed placement: 0.520 / 16.7
[worst register-to-register path: cells and delay by family, from the launching register on]
kind | cells | cell delay, ns
DFF | 1 | 0.53
and+or+nand+nor | 2 | 0.81
AOI/OAI and AO/OA | 1 | 0.10
[power breakdown]
part           switching, mW  leakage (nW)  internal, mW  total, mW
sequential            0.0805         0.137         0.260      0.341
clock                 0.0554        0.0228        0.0996      0.155
combinational          0.104         0.165         0.102      0.206
total                  0.240         0.325         0.462      0.702
[layout make-up]
type                    instances  area (sq um)
clock buffers                   4          45.0
fillers                       511          3890
inverters                       6          22.5
multi-input cells              48           314
flip-flops and latches         16           330
well taps                      67          83.8
repair buffers                  4          40.0
Power and IR drop assume default switching activity.
